===== /design/flow/config.mk =====
export PLATFORM = sky130hd
export DESIGN_NAME = top
export DESIGN_NICKNAME = top
export VERILOG_FILES = /design/flow/design.v
export SDC_FILE = /design/flow/constraint.sdc
export NUM_CORES = 4
export LEC_CHECK = 1
export CORE_AREA = 10 10 79 79
export DIE_AREA = 0 0 89 89

===== /design/flow/constraint.sdc =====
current_design top

set clk_period 4.1
set clk_io_pct 0.2

create_clock -name clk0 -period $clk_period [get_ports {clk}]

set non_clock_inputs [all_inputs -no_clocks]
set_input_delay [expr $clk_period * $clk_io_pct] -clock clk0 $non_clock_inputs
set_output_delay [expr $clk_period * $clk_io_pct] -clock clk0 [all_outputs]

===== /design/flow/design.v =====
module counter#(
    parameter WIDTH = 8
)(
 input logic clk,  
 input logic rst,  
 input logic en,  
 output logic [WIDTH-1:0] count  
);
always_ff @ (posedge clk)
    if (rst) count <= {WIDTH{1'b0}};  
    else count<= count + {{WIDTH-1{1'b0}}, en};  
endmodule
module bin2bcd (x, BCD);
	input[7:0] x;			 
	output reg[11:0] BCD;   
   reg [19:0] result;   
   integer i;
   always_comb
   begin
      result[19:0] = 0;
      result[7:0] = x;
      for (i=0; i<8; i=i+1) begin
         if (result[11:8] >= 5)
            result[11:8] = result[11:8] + 4'd3;
         if (result[15:12] >= 5)
            result[15:12] = result[15:12] + 4'd3;
         result = result << 1;
      end
      BCD = result[19:8];
   end
endmodule
module top #(
  parameter WIDTH = 8
)(
  input  logic             clk,       
  input  logic             rst,       
  input  logic             en,        
  input  logic [WIDTH-1:0] v,         
  output logic [11:0]      bcd        
);
  logic  [WIDTH-1:0]       count;     
counter myCounter (
  .clk (clk),
  .rst (rst),
  .en (en),
  .count (count)
);
bin2bcd myDecoder (
  .x (count),
  .BCD (bcd)
);
endmodule

===== /design/flow/run.sh =====
#!/bin/bash
# OpenROAD 26Q1-2900-gdf79404cd8, Yosys 0.63+post, stock flow scripts
make -C /OpenROAD-flow-scripts/flow DESIGN_CONFIG=/design/flow/config.mk WORK_HOME=/design/flow/orfs finish

==> impl_metrics.tcl <==
# implementation run metrics
set metrics [dict create \
    synth_cell_types 53 \
    async_reset_ff_share_pct 0 \
    vias 1501 \
    cts_buffer_depth 2 \
    cp_data_arrival_time_ps 4170 \
    fin_crit_sh_pct 122 \
    grt_pass1_vias 1406 \
    critical_path.startpoint "myCounter.count[6]$_SDFF_PP0_" \
    crit_type "reg2out" \
    setup_ws_ps -895 \
    drt-total-wl_mm 3.62 \
    final-hold-violation-count 0 \
    min_path_type "reg2reg" \
    rr_startpoint "myCounter.count[2]$_SDFF_PP0_" \
    start_kind "flip-flop" \
    rsz0062_at_grt "true" \
    clk_latency_ps 220 \
    cp_num_cells 21 \
    ios 23 \
    gp_congestion 0.832 \
    hp-start "myCounter.count[0]$_SDFF_PP0_" \
    fp_util_pct 26.4 \
    drc 0 \
    grt_pass1_wl_mm 6.04 \
    ff_type "dfxtp_1" \
    common_cells "nor2_1, ha_1, nand2_1, a21oi_1, inv_1" \
    ant_nets 0 \
    worstRegToRegCells 5 \
    grt_max_degree 19 \
    antenna_found_initial 0 \
    dp_worst_setup_slack_ps -995 \
    largest_reg_flops 8 \
    power_density_nw_per_um2 85.8 \
    syn_area_um2 1230 \
    dpl.hpwl_mm 2.58 \
    top_cell_area_share_pct 13.0 \
    fmax_ghz 0.200 \
    postSynthAreaPerCell_um2 7.37 \
    violations "negative setup slack" \
    critPathMaxFanout 5 \
    worst_slew_pin_slew_ps 782 \
    wl_per_cell_um 12.1 \
    fillers 404 \
    drive_gt1_share_pct 54.9 \
    drt-pass1-iter-count 4 \
    skew_ps 0.471 \
    ys_cells 167 \
    yosysMostFrequentCell "nor2_1" \
    crit_buf_inv 3 \
    cts_sinks 8 \
    grt_usage_pct 9.09 \
    dieHeight_um 89 \
    grt_overflow_total 0 \
    crit_family "AND-OR/OR-AND gates" \
    ir_drop_mv 0.213 \
    min_delay_path_depth 2 \
    diodes 0 \
    ys.warnings.count 2 \
    design_area_um2 2240 \
    core-area_um2 4660 \
    timing.critical_path.cells "inv_2 > ha_4 > inv_2 > ha_4 > a21oi_4 > xnor2_2 > ha_2 > nor2b_4 > o21ai_2 > a21oi_2 > xnor2_2 > ha_2 > nand2b_4 > a2111oi_4 > mux2_4 > nor2_2 > a221o_2 > or3_4 > a221oi_4 > nor2_1 > buf_2" \
    outcome "finished with violations" \
    cts_root_buf "clkbuf_8" \
    critPathRequiredTime_ps 3280 \
    slowest_stage "a221o_2" \
    ys_seq_share_pct 13.0 \
    cts_tree "done" \
    hold_ws_ps 584 \
    crit_path_end_kind "output pin" \
    ys_ff 8 \
    p_leak_nw 1.03 \
    numCtsBuffers 3 \
    combGateArea_um2 1270 \
    reg_top3 "myCounter.count: 8 flops" \
    cts.clk_slew.worst_paths_ps 40 \
    drt_iter0_markers 60 \
    dp.cells 274 \
    edf_count 0 \
    yosysChipArea_um2 1230 \
    area_delta_synth_final_pct 81.6 \
    fin_tns_setup_ps -6890 \
    seqCellArea_um2 165 \
    die_x_um 89 \
    min_period_ps 4990 \
    die_area_um2 7920 \
    area_leaders "dfxtp_1, ha_1, nor2_1, xnor2_1, a21oi_1" \
    drv_cap 0 \
    htreeDepth 1 \
    fin_cells 300 \
    viasPerCell 5.00 \
    setup_violations 9 \
    io_buffers 12 \
    synth_top_cell_by_area "dfxtp_1" \
    syn_inst 167 \
    finalMaxSlewViolations 0 \
    tool_warnings 40 \
    top_register "myCounter.count" \
    row_count 25 \
    placed_area_um2 1860 \
    timing.slew.headroom_pct 47.8 \
    max_stage_delay_ps 430 \
]
==> metrics by stage <==
stage,power [mW],util [%]
floorplan,0.0940,-
global placement,0.100,39.9
detailed placement,0.100,39.9
CTS,0.193,45.9
global route,0.202,48.0
finish,0.192,48.0
==> where the power goes <==
| group | switching (mW) | internal (mW) | total [mW] |
|---|---|---|---|
| sequential | 0.00405 | 0.0796 | 0.0837 |
| combinational | 0.00588 | 0.00964 | 0.0155 |
| clock | 0.0291 | 0.0634 | 0.0925 |
| total | 0.0390 | 0.153 | 0.192 |
==> layer usage <==
metal | GRT usage, % | up-vias | wire length (um)
met1 | 12.0 | 701 | 1810
met5 | 0 | - | 0
li1 | - | 775 | -
met3 | 1.56 | 2 | 141
met4 | 0.289 | 0 | 6
met2 | 16.0 | 23 | 1660
==> tightest hold or removal path, stage by stage, from the launching register on <==
cell     delay, ps
dfxtp_1        320
ha_1           120
nor2b_1        110
==> area by class of cell <==
| class | instances | area share (%) |
|---|---|---|
| Multi-Input combinational cell | 144 | 56.9 |
| Timing Repair Buffer | 82 | 29.2 |
| Sequential cell | 8 | 7.39 |
| Tap cell | 54 | 3.02 |
| Clock buffer | 3 | 1.85 |
| Inverter | 9 | 1.73 |
==> path summary, 6_finish.rpt <==
path / end / slack, ps
worst min register to register: myCounter.count[0]$_SDFF_PP0_ / 580
worst max-delay path: bcd[5] / -890
worst max register to register: myCounter.count[7]$_SDFF_PP0_ / 2300
worst min-delay path: myCounter.count[0]$_SDFF_PP0_ / 580
==> kinds of logic (layout without fill, tap and decap cells) <==
family / Yosys count / after routing / share of synthesized area (%)
AND/OR/NAND/NOR: 66 / 66 / 26.7
XOR/XNOR: 8 / 8 / 5.69
buffers and inverters: 16 / 94 / 6.00
multiplexers: 8 / 8 / 7.72
AND-OR/OR-AND: 48 / 48 / 28.4
flip-flops: 8 / 8 / 13.0
other: 1 / 2 / 0.305
adder cells (fa/ha/maj): 12 / 12 / 12.2
==> cell usage in the layout (no fill, tap or decap), drive strengths merged, types with 3 or more instances in the layout <==
cell type,Yosys,layout
inv,9,8
clkdlybuf4s50,0,3
nor2,22,22
and3,3,3
ha,12,12
nor3,7,7
o211ai,3,3
mux2,3,3
a21o,4,4
xnor2,7,7
dfxtp,8,8
nand3,5,5
o21ai,9,9
a21oi,10,10
nand4,3,3
nor2b,5,5
buf,5,79
clkbuf,2,3
nand2,12,12
nand2b,3,3
mux2i,5,5
==> timing repair <==
item,4_1_cts,5_1_grt
resized,61,14
hold buffers,0,0
pin swaps,24,21
buffers inserted,20,5
endpoints found under the setup margin,9,9
Power figures rest on the tool's default switching activity, not on a simulated workload.
